## design/flow/design.v

```verilog
`timescale 1ns / 1ps
module FTC(
		input wire clk, rstn, i_FTC_pause, i_FTC_we,
		input wire [31:0] i_FTC_PC,
		output wire [31:0] o_FTC_inst, o_FTC_PC
	);
	wire [31:0] ProgramCounter_PC;
	ProgramCounter program_counter(
		.clk						(clk),
		.rstn						(rstn),
		.i_ProgramCounter_pause		(i_FTC_pause),
		.i_ProgramCounter_we		(i_FTC_we),
		.i_ProgramCounter_PC		(i_FTC_PC),
		.o_ProgramCounter_PC		(ProgramCounter_PC),
		.o_ProgramCounter_PC_PLUS	(o_FTC_PC));
	InstructionMemory instruction_memory(
		.clk						(clk),
		.rstn						(rstn),
		.i_InstructionMemory_PC		(ProgramCounter_PC),
		.o_InstructionMemory_inst	(o_FTC_inst));
endmodule
`timescale 1ns / 1ps
module InstructionMemory(
        input wire clk, rstn,
		input wire [31:0] i_InstructionMemory_PC,
		output wire [31:0] o_InstructionMemory_inst
	);
	reg [7:0] imem[255:0];
	always @(posedge clk or negedge rstn) begin
		if (!rstn) begin
			imem[3]<=8'h00;
			imem[2]<=8'h00;
			imem[1]<=8'h00;
			imem[0]<=8'h00;
			imem[7]<=8'h8c;
			imem[6]<=8'h04;
			imem[5]<=8'h00;
			imem[4]<=8'h00;
			imem[11]<=8'h28;
			imem[10]<=8'h81;
			imem[9]<=8'h00;
			imem[8]<=8'h02;
			imem[15]<=8'h14;
			imem[14]<=8'h20;
			imem[13]<=8'h00;
			imem[12]<=8'h0c;
			imem[19]<=8'h24;
			imem[18]<=8'h08;
			imem[17]<=8'h00;
			imem[16]<=8'h00;
			imem[23]<=8'h24;
			imem[22]<=8'h02;
			imem[21]<=8'h00;
			imem[20]<=8'h01;
			imem[27]<=8'h01;
			imem[26]<=8'h02;
			imem[25]<=8'h48;
			imem[24]<=8'h20;
			imem[31]<=8'h00;
			imem[30]<=8'h02;
			imem[29]<=8'h40;
			imem[28]<=8'h21;
			imem[35]<=8'h00;
			imem[34]<=8'h09;
			imem[33]<=8'h10;
			imem[32]<=8'h21;
			imem[39]<=8'h20;
			imem[38]<=8'h01;
			imem[37]<=8'h00;
			imem[36]<=8'h01;
			imem[43]<=8'h00;
			imem[42]<=8'h81;
			imem[41]<=8'h20;
			imem[40]<=8'h22;
			imem[47]<=8'h20;
			imem[46]<=8'h01;
			imem[45]<=8'h00;
			imem[44]<=8'h01;
			imem[51]<=8'h00;
			imem[50]<=8'h24;
			imem[49]<=8'h08;
			imem[48]<=8'h2a;
			imem[55]<=8'h14;
			imem[54]<=8'h20;
			imem[53]<=8'hff;
			imem[52]<=8'hf8;
			imem[59]<=8'h00;
			imem[58]<=8'h00;
			imem[57]<=8'h00;
			imem[56]<=8'h00;
			imem[63]<=8'h00;
			imem[62]<=8'h00;
			imem[61]<=8'h00;
			imem[60]<=8'h00;
			imem[67]<=8'hac;
			imem[66]<=8'h02;
			imem[65]<=8'h00;
			imem[64]<=8'h00;
			imem[71]<=8'h00;
			imem[70]<=8'h00;
			imem[69]<=8'h00;
			imem[68]<=8'h00;
			imem[75]<=8'h00;
			imem[74]<=8'h00;
			imem[73]<=8'h00;
			imem[72]<=8'h00;
			imem[79]<=8'h00;
			imem[78]<=8'h00;
			imem[77]<=8'h00;
			imem[76]<=8'h00;
			imem[83]<=8'h00;
			imem[82]<=8'h00;
			imem[81]<=8'h00;
			imem[80]<=8'h00;
			imem[87]<=8'h00;
			imem[86]<=8'h00;
			imem[85]<=8'h00;
			imem[84]<=8'h00;
			imem[91]<=8'h00;
			imem[90]<=8'h00;
			imem[89]<=8'h00;
			imem[88]<=8'h00;
			imem[95]<=8'h00;
			imem[94]<=8'h00;
			imem[93]<=8'h00;
			imem[92]<=8'h00;
			imem[99]<=8'h00;
			imem[98]<=8'h00;
			imem[97]<=8'h00;
			imem[96]<=8'h00;
			imem[103]<=8'h00;
			imem[102]<=8'h00;
			imem[101]<=8'h00;
			imem[100]<=8'h00;
			imem[107]<=8'h00;
			imem[106]<=8'h00;
			imem[105]<=8'h00;
			imem[104]<=8'h00;
			imem[111]<=8'h00;
			imem[110]<=8'h00;
			imem[109]<=8'h00;
			imem[108]<=8'h00;
			imem[115]<=8'h00;
			imem[114]<=8'h00;
			imem[113]<=8'h00;
			imem[112]<=8'h00;
			imem[119]<=8'h00;
			imem[118]<=8'h00;
			imem[117]<=8'h00;
			imem[116]<=8'h00;
			imem[123]<=8'h00;
			imem[122]<=8'h00;
			imem[121]<=8'h00;
			imem[120]<=8'h00;
			imem[127]<=8'h00;
			imem[126]<=8'h00;
			imem[125]<=8'h00;
			imem[124]<=8'h00;
			imem[131]<=8'h00;
			imem[130]<=8'h00;
			imem[129]<=8'h00;
			imem[128]<=8'h00;
			imem[135]<=8'h00;
			imem[134]<=8'h00;
			imem[133]<=8'h00;
			imem[132]<=8'h00;
			imem[139]<=8'h00;
			imem[138]<=8'h00;
			imem[137]<=8'h00;
			imem[136]<=8'h00;
			imem[143]<=8'h00;
			imem[142]<=8'h00;
			imem[141]<=8'h00;
			imem[140]<=8'h00;
			imem[147]<=8'h00;
			imem[146]<=8'h00;
			imem[145]<=8'h00;
			imem[144]<=8'h00;
			imem[151]<=8'h00;
			imem[150]<=8'h00;
			imem[149]<=8'h00;
			imem[148]<=8'h00;
			imem[155]<=8'h00;
			imem[154]<=8'h00;
			imem[153]<=8'h00;
			imem[152]<=8'h00;
			imem[159]<=8'h00;
			imem[158]<=8'h00;
			imem[157]<=8'h00;
			imem[156]<=8'h00;
			imem[163]<=8'h00;
			imem[162]<=8'h00;
			imem[161]<=8'h00;
			imem[160]<=8'h00;
			imem[167]<=8'h00;
			imem[166]<=8'h00;
			imem[165]<=8'h00;
			imem[164]<=8'h00;
			imem[171]<=8'h00;
			imem[170]<=8'h00;
			imem[169]<=8'h00;
			imem[168]<=8'h00;
			imem[175]<=8'h00;
			imem[174]<=8'h00;
			imem[173]<=8'h00;
			imem[172]<=8'h00;
			imem[179]<=8'h00;
			imem[178]<=8'h00;
			imem[177]<=8'h00;
			imem[176]<=8'h00;
			imem[183]<=8'h00;
			imem[182]<=8'h00;
			imem[181]<=8'h00;
			imem[180]<=8'h00;
			imem[187]<=8'h00;
			imem[186]<=8'h00;
			imem[185]<=8'h00;
			imem[184]<=8'h00;
			imem[191]<=8'h00;
			imem[190]<=8'h00;
			imem[189]<=8'h00;
			imem[188]<=8'h00;
			imem[195]<=8'h00;
			imem[194]<=8'h00;
			imem[193]<=8'h00;
			imem[192]<=8'h00;
			imem[199]<=8'h00;
			imem[198]<=8'h00;
			imem[197]<=8'h00;
			imem[196]<=8'h00;
			imem[203]<=8'h00;
			imem[202]<=8'h00;
			imem[201]<=8'h00;
			imem[200]<=8'h00;
			imem[207]<=8'h00;
			imem[206]<=8'h00;
			imem[205]<=8'h00;
			imem[204]<=8'h00;
			imem[211]<=8'h00;
			imem[210]<=8'h00;
			imem[209]<=8'h00;
			imem[208]<=8'h00;
			imem[215]<=8'h00;
			imem[214]<=8'h00;
			imem[213]<=8'h00;
			imem[212]<=8'h00;
			imem[219]<=8'h00;
			imem[218]<=8'h00;
			imem[217]<=8'h00;
			imem[216]<=8'h00;
			imem[223]<=8'h00;
			imem[222]<=8'h00;
			imem[221]<=8'h00;
			imem[220]<=8'h00;
			imem[227]<=8'h00;
			imem[226]<=8'h00;
			imem[225]<=8'h00;
			imem[224]<=8'h00;
			imem[231]<=8'h00;
			imem[230]<=8'h00;
			imem[229]<=8'h00;
			imem[228]<=8'h00;
			imem[235]<=8'h00;
			imem[234]<=8'h00;
			imem[233]<=8'h00;
			imem[232]<=8'h00;
			imem[239]<=8'h00;
			imem[238]<=8'h00;
			imem[237]<=8'h00;
			imem[236]<=8'h00;
			imem[243]<=8'h00;
			imem[242]<=8'h00;
			imem[241]<=8'h00;
			imem[240]<=8'h00;
			imem[247]<=8'h00;
			imem[246]<=8'h00;
			imem[245]<=8'h00;
			imem[244]<=8'h00;
			imem[251]<=8'h00;
			imem[250]<=8'h00;
			imem[249]<=8'h00;
			imem[248]<=8'h00;
			imem[255]<=8'h00;
			imem[254]<=8'h00;
			imem[253]<=8'h00;
			imem[252]<=8'h00;
		end
	end
	wire [7:0] addr = i_InstructionMemory_PC[7:0];
	assign o_InstructionMemory_inst = {imem[addr+3] , imem[addr+2], imem[addr+1], imem[addr]};
endmodule
`timescale 1ns / 1ps
module ProgramCounter(
	input clk,
	input rstn,
	input i_ProgramCounter_pause,
	input i_ProgramCounter_we,
	input [31:0] i_ProgramCounter_PC,
	output [31:0] o_ProgramCounter_PC,
	output [31:0] o_ProgramCounter_PC_PLUS
    );
reg [31:0] reg_addr;
assign o_ProgramCounter_PC = reg_addr;
assign o_ProgramCounter_PC_PLUS = reg_addr + 32'h4;
always @(posedge clk or negedge rstn) begin
	if (!rstn) begin
		reg_addr <= 32'h4;
	end
	else if (i_ProgramCounter_pause) begin
		reg_addr <= reg_addr;
	end
	else if (i_ProgramCounter_we) begin
		reg_addr <= i_ProgramCounter_PC;
	end
	else begin
		reg_addr <= o_ProgramCounter_PC_PLUS;
	end
end
endmodule
```

## design/flow/run.sh

```bash
#!/bin/bash
# OpenROAD 26Q1-2900-gdf79404cd8, Yosys 0.63+post, stock flow scripts
make -C /OpenROAD-flow-scripts/flow DESIGN_CONFIG=/design/flow/config.mk WORK_HOME=/design/flow/orfs finish
```

## design/flow/config.mk

```make
export PLATFORM = sky130hd
export DESIGN_NAME = FTC
export DESIGN_NICKNAME = FTC
export VERILOG_FILES = /design/flow/design.v
export SDC_FILE = /design/flow/constraint.sdc
export NUM_CORES = 4
export LEC_CHECK = 1
export CORE_UTILIZATION = 30
```

## design/flow/constraint.sdc

```tcl
current_design FTC

set clk_period 6.3
set clk_io_pct 0.2

create_clock -name clk0 -period $clk_period [get_ports {clk}]

set non_clock_inputs [all_inputs -no_clocks]
set_input_delay [expr $clk_period * $clk_io_pct] -clock clk0 $non_clock_inputs
set_output_delay [expr $clk_period * $clk_io_pct] -clock clk0 [all_outputs]
```

==> summary.txt <==
flow finished, numbers: Cells after DPL=1083, Diodes inserted=0, Routability Congestion=0.985, FP Util=30.8%, routed len/inst=18.3 um, first-pass GRT wire length=32300 um, Slew @ Worst Pin=808 ps, count of tool warnings=29, Die Area=0.0190 mm2, Worst Path Max Fanout=19, period utilization=84.6%, HP Class=reg2reg, fill count=1907, status=finished, final reports clean, ys cells=812, Syn Inst Count=812, kind of critical path=reg2out, DRC=0, Seq pwr share=18.2%, synth warn=3, Die X-Extent=138 um, Hold Buf Count CTS=0, clock share of power=14.9%, 1st-iter DRT viols=599, root buf cell=clkbuf_16, Max-cap violations=0, Yosys reg bits=32, pin count of the biggest net entering global routing=62, Final setup viols=0, worst endpoint data arrival time=4070 ps, Routed Wire Length=20000 um, antenna violations before repair=0, I/O Buffers=99, Worst slew margin=46.0%, max FFs per register=32, final hold vios=0, share of cells above drive strength 1=8.00%, dpl hpwl=14100 um, Yosys chip area=0.00555 mm2, clock period minus worst slack=5330 ps, CP Capture Type=output port, largest reg by FF count=program_counter.reg_addr, Reg clk slew, reported paths=50 ps, RSZ-0062 raised after global routing=no, Req. time, crit path=5040 ps, count of library flops with an enable pin=0, Worst Skew=3.32 ps, pre-CTS WS=1270 ps, TritonRoute pass-1 iters=5, Power Dens Cells=230 mW/mm2, clk sink count=32, Vias=6446, Latency at later pin=270 ps, final core utilization=37.4%, Final ANT Viol Nets=0, Pins Over Slew Limit=0, Mapped Area=0.00555 mm2, Net Sw Frac=47.8%, vias in the first global route=5905, CTS Buf Count=5, Layout Cells excl Fill=1091, Hold Worst Slack=515 ps, Site Rows=49, syn avg cell area=6.83 um2, Cell Type Count=84, Final WS setup=972 ps, grt total ovfl=0, GRT Util Overall=21.7%, I/O pin count=100, P_int=809 uW, Longest Clk Path Bufs=2, Largest regs=program_counter.reg_addr x32, fmax=188 MHz, main flop type=dfrtp_1, TritonCTS clock tree=done, postcts setup bufs=0, post-cts resize count=0, static leakage power=0.00243 uW, sequential share of the synthesized area=14.5%, core area=0.0180 mm2, chip height=138 um, most frequent cells in the layout=nand2_1 (97), clkdlybuf4s50_1 (97), o21ai_0 (78), H-Tree Depth=2, share of power burned in combinational logic=66.9%, Synth async-reset ratio=100%, routed vias/inst=5.91, Peak supply drop=123 uV, final setup TNS=0 ps, net switching power=740 uW, Layout area overhead=21.7%, kind of start point of the critical path=flip-flop
layer usage:
layer / routed length (um) / vias to the layer above / global-route usage [%]
li1: - / 3116 / -
met1: 9160 / 2997 / 32.4
met2: 8640 / 293 / 32.5
met3: 1720 / 40 / 4.14
met4: 450 / 0 / 4.95
met5: 0 / - / 0
critical path, cell delays in order (launching register included):
cell and delay [ps]:
dfstp_2 650, ha_1 670, nand2b_1 260, o221a_1 470
nor2_2 120, a41oi_1 240, a31oi_1 140, or4_1 550
o221ai_1 190, clkdlybuf4s50_1 490
kinds of logic after synthesis:
logic type	synth area share, %
fa+ha+maj	1.35
compound gates	32.7
simple gates	30.3
flops	14.5
buf+inv	7.72
xor+xnor	8.28
mux	5.14
area by class of cell:
type,instances,area [um2],share of cell area (%)
clock buffers,7,133,1.97
clock inverters,1,5.00,0.0742
inverters,9,33.8,0.501
multi-input cells,689,4320,64.0
flip-flops and latches,32,805,11.9
well taps,229,287,4.25
repair buffers,124,1170,17.3
cells in the mapped netlist (4+ instances only):
master     instances  share of area (%)
o21ai_1            9               0.81
nand2b_1          13                1.5
inv_1              6               0.41
nand4_1           18                2.0
a31oi_1           13                1.5
o21bai_1           4               0.54
o311ai_0           4               0.63
and3_1            10                1.1
o22ai_1           11                1.2
o221ai_1           5               0.79
mux2_2             4               0.81
and2_1            10                1.1
nand3_1           30                2.7
mux2i_1           24                4.3
a21oi_1           40                3.6
nor4_1             9                1.0
buf_4             11                1.5
a32oi_1            8                1.3
buf_2             18                1.6
ha_1               6                1.4
nor4_2             4               0.90
o21ai_0           78                7.0
dfrtp_1           31                 14
o32ai_1            4               0.63
and4_1             5               0.79
nor2_1            73                4.9
a221oi_1           4               0.63
xnor2_1           32                5.1
or3_1              7               0.79
o31ai_1            4               0.54
buf_1              5               0.34
nor2b_1           10                1.1
a2111oi_0          4               0.63
o2111ai_1          6               0.95
nand2_1           97                6.6
xor2_1            13                2.1
a21o_1             8                1.1
clkbuf_1          45                3.0
a22oi_1           11                1.5
o211ai_1           6               0.81
o2bb2ai_1          4               0.63
or2_2              7               0.79
nor3_1            34                3.1
stage by stage:
step	cell area (um2)	total power [uW]
finish	6750	1550
global route	6750	1670
CTS	6750	1540
detailed placement	6610	1300
global placement	6610	1320
floorplan	5550	941
power groups by stage:
stage	logic [uW]	registers, uW	clock network [uW]
CTS	1020	283	239
global route	1140	290	248
finish	1040	282	231
final timing paths:
check                                                         start                                       end  slack (ps)  cells past startpoint
min in group asynchronous                                      rstn  program_counter.reg_addr[21]$_DFFE_PN0N_        1400                      2
max in group asynchronous                                      rstn   program_counter.reg_addr[2]$_DFFE_PN1N_        4560                      2
min reg2reg                program_counter.reg_addr[31]$_DFFE_PN0N_  program_counter.reg_addr[31]$_DFFE_PN0N_         510                      2
max                         program_counter.reg_addr[2]$_DFFE_PN1N_                            o_FTC_inst[26]         970                      9
min                        program_counter.reg_addr[31]$_DFFE_PN0N_  program_counter.reg_addr[31]$_DFFE_PN0N_         510                      2
max reg2reg                 program_counter.reg_addr[2]$_DFFE_PN1N_  program_counter.reg_addr[30]$_DFFE_PN0N_        3310                      8
Power figures rest on the tool's default switching activity, not on a simulated workload.
