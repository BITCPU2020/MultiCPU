`flow/run.sh`:
```
#!/bin/bash
# OpenROAD 26Q1-2900-gdf79404cd8, Yosys 0.63+post, stock flow scripts
make -C /OpenROAD-flow-scripts/flow DESIGN_CONFIG=/design/flow/config.mk WORK_HOME=/design/flow/orfs finish
```
`flow/config.mk`:
```
export PLATFORM = sky130hd
export DESIGN_NAME = RegistorFile
export DESIGN_NICKNAME = RegistorFile
export VERILOG_FILES = /design/flow/design.v
export SDC_FILE = /design/flow/constraint.sdc
export NUM_CORES = 4
export LEC_CHECK = 1
export CORE_UTILIZATION = 40
```
`flow/constraint.sdc`:
```
current_design RegistorFile

set clk_period 11.6
set clk_io_pct 0.2

create_clock -name clk0 -period $clk_period [get_ports {clk}]

set non_clock_inputs [all_inputs -no_clocks]
set_input_delay [expr $clk_period * $clk_io_pct] -clock clk0 $non_clock_inputs
set_output_delay [expr $clk_period * $clk_io_pct] -clock clk0 [all_outputs]
```
`flow/design.v`:
```
`timescale 1ns / 1ps
module RegistorFile(
		input wire clk, rstn, i_RegistorFile_regWe,
		input wire [4:0] i_RegistorFile_ra1, i_RegistorFile_ra2,
		input wire [4:0] i_RegistorFile_WRA,
		input wire [31:0] i_RegistorFile_WRD,
		output wire [31:0] o_RegistorFile_rd1, o_RegistorFile_rd2
	);
	reg [31:0] registorFile [31:0];
	assign o_RegistorFile_rd1 = (i_RegistorFile_ra1 == 0) ? 0 : registorFile[i_RegistorFile_ra1];
	assign o_RegistorFile_rd2 = (i_RegistorFile_ra2 == 0) ? 0 : registorFile[i_RegistorFile_ra2];
	integer i;
	always @(posedge clk) begin
		if(!rstn) begin
			for(i = 0; i < 32; i = i + 1)
				registorFile[i] <= 32'b0;
		end else if(i_RegistorFile_regWe) begin
			registorFile[i_RegistorFile_WRA] <= i_RegistorFile_WRD;
		end
	end
endmodule
```
==> impl.org <==
#+TITLE: Synthesis and PnR summary

** Synthesis
- Total standard cell area after synthesis :: 0.0544 mm^2
- Async SR Flop Fraction :: 0%
- and2_1 is the most common cell in the netlist.
- Per the synthesis report, the single largest cell type by area occupies between 50% and 60% of cell area.
- YS warnings :: 1
- Yosys mapped a number of flops with a built-in enable equal to 1024.
- Most common library cells after synthesis :: and2_1 (1027), edfxtp_1 (1024), mux4_2 (464), clkbuf_1 (275), mux2i_1 (161)
- Yosys reports a chip area of 0.0544 mm^2.
- Count of mapped cells out of synthesis :: 3561
- Per the synth stats, the flop cell with the highest instance count is edfxtp_1.
- A synthesized cell averages between 15 and 20 um^2.
- The synthesized netlist was found by Yosys to have 3561 cells.
- Main area contributors :: edfxtp_1 (57%), mux4_2 (19%), and2_1 (12%)
- Counting flops and latches in the post-synthesis netlist gives 1024.
- Netlist cell types :: 42
- Sequential elements use 56.6% of the synthesized area.
- Most area-hungry cell type in the Yosys netlist :: edfxtp_1

** Critical path
- Of all nets on the critical path, the largest fanout is 26.
- Critical path capture point type :: output port
- Worst Path Class, Setup :: in -> out
- WP data required :: 9.28 ns
- The worst setup path is launched from a primary input.
- According to the timing report, the arrival time at the worst endpoint equals 6.49 ns.

** Power and ir drop
- The internal power of the cells totals 6630 uW.
- Static leakage :: 0.0207 uW
- Net switching share of the total power :: ~25%
- In this run, the combinational gates consume 12.7% of the power.
- Across the VDD grid, the largest voltage drop is 0.122 mV.
- Sequential power share :: 49.6%
- Power per Cell Area :: 144 mW/mm^2
- Reported net switching power :: ~2200 uW
- The flow reports that the clock network draws 37.7% of the design power.

** Placed design
- The pre-CTS setup check shows a worst slack of 2.88 ns.
- For this run the detailed placement stage logged an HPWL of 106000 um.
- Last weighted congestion value of the routability-driven placer :: about 0.95
- Number of port buffers :: 113
- Total cell area at the placement stage :: 0.0580 mm^2

** Routing
- The count of nets left with antenna violations once routing finished came out at 0.
- The first routing iteration left 2011 violations.
- For this run, the detailed router's first-pass iteration total came to 5.
- The routed layout has 32800 vias.
- DRC violations left :: 0
- In the routed layout, each cell is associated on average with a via count of between 6 and 7.
- TritonRoute output was used to compute an average wire per cell of 33.6 um.
- Summed over all layers, the routed wires come to 182000 um.

** Global route
- The first global-routing pass estimated 258000 um of wire.
- Sum of overflow across all layers after global routing :: 0
- GRT Overall Usage :: 29.3%
- Pin count of the biggest net entering global routing :: 85
- The via count of the first global-routing pass is 35600.
- The initial antenna violation count is 3.

** Layout
- The register with the most flip-flops in the layout has 1024 of them.
- Fin area :: 0.0613 mm^2
- Count of fill cells added during filler insertion :: 11500
- P&R area growth vs syn :: 12.7%
- Biggest registers after layout :: registorFile (1024)
- Once layout is complete, the utilization of the core stands at 45.7%.
- Combined flip-flop and latch cell area :: 0.0307 mm^2
- Counting flops per register, the top entry is registorFile.
- The layout summary lists the proportion of cells stronger than drive strength 1 as 25.0%.
- Total area of multi-input combinational cells :: 0.0224 mm^2

** Outcome
- The run finished with clean final reports.

** CTS
- Htree depth :: 3
- TritonCTS built the clock tree.
- The number of clock buffers added by TritonCTS is about 110.
- Per the CTS log, the buffer count on the longest clock path is 3.
- After clock tree synthesis, the flow added hold-fix buffers numbering 0.
- CTS clock-pin slew for the worst setup and hold paths :: 0.06 ns
- After clock tree synthesis, the repair step resized 0 gates.
- # clock sinks :: roughly 1000
- Post CTS Setup Buffer Count :: 0
- Clk Tree Root Cell :: clkbuf_16

** Final timing
- Post-route worst setup slack :: around 2.8 ns
- Maximum clock frequency :: 114 MHz
- Final hold violations :: 0
- The worst path in the final design needs a cycle of 8.81 ns, including I/O delays and setup.
- The final timing report counts setup violations totalling 0.
- RSZ-0062 raised after global routing :: false
- Max-slew violation total from the final report :: 0
- Post-route fraction of the period consumed by the critical path :: 75.9%
- Slew @ Worst Pin :: around 1.1 ns
- Rel. slew slack :: 24.7%
- Setup total negative slack on the finished layout was measured at 0 ns.

** Hold path
- Class of the tightest hold or removal check :: in -> reg

** Die
- Fp util :: 40.5%
- Core Box Area :: 0.134 mm^2
- The vertical die dimension reported for this design is 371 um.
- Horizontal die dimension :: 371 um
- In this run the count of I/O pins placed on the die edge is between 100 and 150.
- The floorplan has 134 rows.
- Die ar. :: 0.137 mm^2

** Job
- Tally of max-capacitance violations :: 0
- Warning total across the stage logs :: 26
## cells in the final DEF, fill, tap and decap left out, types with 15 or more instances in the layout
cell,n
mux2i_1,161
nor3_1,54
a22o_1,51
buf_4,183
o21ai_4,32
clkinv_1,25
nor2_2,16
mux4_2,464
clkbuf_1,23
o22ai_1,103
a2111oi_0,56
clkbuf_16,108
nor2b_1,15
clkinv_2,19
and2_1,1026
nor2_4,17
mux2_2,34
a22oi_1,18
clkdlybuf4s50_1,104
edfxtp_1,1024
## power groups by stage
stage,Sequential (uW),Clock (uW),Combinational [uW]
4_1_cts,4370,3370,1110
5_1_grt,4400,3500,1170
6_report,4370,3330,1120
## critical path, stage by stage
cell             delay (ns)
clkdlybuf4s50_1        0.47
buf_4                  0.39
nor2b_4                0.23
buf_4                  0.46
buf_4                  0.59
a22o_1                 0.23
a2111oi_0              0.07
buf_4                  0.19
nor3_1                 0.85
clkdlybuf4s50_1        0.63
## worst paths after layout
| path | end | from | slack (ns) | cells after the start |
|---|---|---|---|---|
| worst max-delay path | o_RegistorFile_rd2[27] | i_RegistorFile_ra2[3] | 2.79 | 10 |
| worst min-delay path | registorFile[5][26] | rstn | 2.21 | 2 |
## through the flow
stage,total power (uW),cells,hold slack [ns]
finish,8820,5425,2.21
global placement,5550,5232,2.91
detailed placement,5550,5232,2.91
global route,9070,5422,2.18
CTS,8850,5422,2.16
floorplan,5050,3561,2.52
## cells by family after synthesis
kind of cell	share of synthesized area [%]
compound gates	3.99
buf+inv	3.30
flops	56.6
mux	22.9
simple gates	13.3
## metal layers
metal  vias to the layer above  GRT usage [%]  wire length (um)
li1                      13800              -                 -
met1                     16100           35.5             59600
met2                      2513           40.6             81000
met3                       365           23.3             33700
met4                        19           8.72              7280
met5                         -           3.04               547
## cell type report
| class | count | area share, % |
|---|---|---|
| flip-flops and latches | 1024 | 50.2 |
| well taps | 1768 | 3.61 |
| multi-input cells | 2137 | 36.6 |
| clock buffers | 131 | 4.55 |
| clock inverters | 59 | 0.807 |
| diodes | 3 | 0.0123 |
| inverters | 3 | 0.0184 |
| repair buffers | 300 | 4.25 |
No activity file was given, so power comes from the tool's default toggle rates.
